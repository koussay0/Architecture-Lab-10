File: /design/flow/run.sh
#!/bin/bash
# OpenROAD 26Q1-2900-gdf79404cd8, Yosys 0.63+post, stock flow scripts
make -C /OpenROAD-flow-scripts/flow DESIGN_CONFIG=/design/flow/config.mk WORK_HOME=/design/flow/orfs finish
File: /design/flow/config.mk
export PLATFORM = sky130hd
export DESIGN_NAME = DataCache
export DESIGN_NICKNAME = DataCache
export VERILOG_FILES = /design/flow/design.v
export SDC_FILE = /design/flow/constraint.sdc
export NUM_CORES = 4
export LEC_CHECK = 1
export CORE_UTILIZATION = 40
File: /design/flow/constraint.sdc
current_design DataCache

set clk_period 26.9
set clk_io_pct 0.2

create_clock -name clk0 -period $clk_period [get_ports {clk}]

set non_clock_inputs [all_inputs -no_clocks]
set_input_delay [expr $clk_period * $clk_io_pct] -clock clk0 $non_clock_inputs
set_output_delay [expr $clk_period * $clk_io_pct] -clock clk0 [all_outputs]
File: /design/flow/design.v
`timescale 1ns / 1ps
module DataCache ( 
input clk, 
input update, 
input fill, 
input [1:0] offset, 
input [4:0] index, 
input [31:0] data_in, 
output [31:0] data_out, 
input [127:0] MsData_out); 
    reg [31:0] cache [0:31][0:3]; 
    assign data_out = cache[index][offset];
    always @(posedge clk) begin
        if (fill) begin
            cache[index][0] <= MsData_out[127:96];
            cache[index][1] <= MsData_out[95:64];
            cache[index][2] <= MsData_out[63:32];
            cache[index][3] <= MsData_out[31:0];
        end else if (update) begin
            cache[index][offset] <= data_in;
        end
    end
endmodule
==> flow_metrics.env <==
# physical design summary
export IMPL_outcome="complete, no violations"
export IMPL_fp_utilization=0.403
export IMPL_worst_endpoint_required_ns=21.52
export IMPL_worst_slew_pin_transition_ns=1.45
export IMPL_hold_start="MsData_out[86]"
export IMPL_top_area_cell="sky130_fd_sc_hd__edfxtp_1"
export IMPL_die_y_um=689
export IMPL_clock_root_buffer="sky130_fd_sc_hd__clkbuf_16"
export IMPL_top_cell="sky130_fd_sc_hd__nor2_1"
export IMPL_rsz0062_at_grt="no"
export IMPL_finalCoreUtilization=0.454
export IMPL_final_min_period_over_clock_period=0.638
export IMPL_detailedRoute_firstPassIterationCount=6
export IMPL_die_w_um=689
export IMPL_synth_seq_area_share=0.651
export IMPL_ys_warnings_count=1
export IMPL_fillerInstances=40333
export IMPL_multi_input_comb_area_um2=62200
export IMPL_max_vdd_ir_drop_v=0.0000517
export IMPL_dieArea_um2=475000
export IMPL_reg_largest_list="cache: 4096 flops"
export IMPL_registers_top_by_ff_count="cache"
export IMPL_syn_mean_instance_area_um2=12.7
export IMPL_fin_setup_tns_ns=0
export IMPL_critical_path_endpoint_type="output port"
export IMPL_antenna_found_initial=49
export IMPL_log_warning_count=27
export IMPL_synthCells=14871
export IMPL_postCtsSetupRepairBufs=0
export IMPL_clkSinkCount=4096
export IMPL_portBuffers=201
export IMPL_share_of_cells_above_drive_strength_1=0.156
export IMPL_post_route_ant_nets=0
export IMPL_critical_path_buf_inv_count=9
export IMPL_count_of_endpoints_failing_hold_in_the_final_timing_report=0
export IMPL_drt_total_wl_mm=740
export IMPL_total_power_mw=14.3
export IMPL_gpl_final_weighted_congestion=0.992
export IMPL_globalRoute_totalOverflow=0
export IMPL_cts_buffers=425
export IMPL_worst_setup_path_start="offset[0]"
export IMPL_ctsLongestPathBuffers=4
export IMPL_detailroute_via_count=128475
export IMPL_avgRoutedWirePerCell_um=34.7
export IMPL_grt_first_pass_wirelength_mm=1010
export IMPL_worstPathArrival_ns=11.77
export IMPL_post_cts_resize_count=0
export IMPL_yosys_top_cells_area="sky130_fd_sc_hd__edfxtp_1, sky130_fd_sc_hd__nor2_1, sky130_fd_sc_hd__mux4_2"
export IMPL_critPathMaxStageDelay_ns=1.09
export IMPL_h_tree_depth=5
export IMPL_design_core_area_um2=469000
export IMPL_ys_async_sr_fraction=0
export IMPL_fmaxAchievable_mhz=58.3
export IMPL_final_seq_area_um2=123000
export IMPL_detail_route_iter0_violations=10705
export IMPL_largest_register_ffs=4096
export IMPL_power_density_nw_per_um2=67.2
export IMPL_hold_class="in -> reg"
export IMPL_area_growth_synth_to_final_pct=12.7
export IMPL_grt_max_degree=97
export IMPL_ys_area_um2=189000
export IMPL_floorplan_rows=251
export IMPL_grt_util_all_layers=0.338
export IMPL_flip_flop_and_latch_count_after_synthesis=4096
export IMPL_vias_per_cell=6.02
export IMPL_syn_cell_area_um2=189000
export IMPL_yosys_area_top_type_share=0.651
export IMPL_synth_distinct_cells=35
export IMPL_first_global_vias=129843
export IMPL_timing_setup_critical_path_class="in -> out"
export IMPL_most_frequent_cell_on_the_critical_path="sky130_fd_sc_hd__buf_4"
export IMPL_critical_path_startpoint_category="input pin"
export IMPL_edf_count=4096
export IMPL_setup_viol=0
export IMPL_worst_slew_slack_as_a_fraction_of_its_limit=0.0268
export IMPL_postSynth_topFlopCell="sky130_fd_sc_hd__edfxtp_1"
export IMPL_yosys_stat_cells=14871
export IMPL_critPathMaxFanout=69
export IMPL_design_portCount=202
export IMPL_cts_tree="done"
export IMPL_hold_fix_buffers_cts=0
export IMPL_cap_viol_max_count=0
export IMPL_worst_setup_hold_path_clk_slew_ns=0.06
export IMPL_detailed_place_hpwl_mm=449
export IMPL_yosys_top_cells_count="sky130_fd_sc_hd__nor2_1, sky130_fd_sc_hd__edfxtp_1, sky130_fd_sc_hd__a21oi_1"
export IMPL_critical_path_top_delay_family="buffers and inverters"
export IMPL_timing_final_crit_period_ns=17.15
export IMPL_timing_final_max_slew_violations=0
export IMPL_total_leakage_power_nw=73.3
export IMPL_path_cells="buf_16 -> buf_4 -> buf_12 -> buf_4 -> buf_4 -> buf_4 -> mux4_2 -> mux2i_1 -> o22ai_1 -> nor4_1 -> buf_4 -> nor4_1 -> buf_4 -> clkdlybuf4s50_1"
export IMPL_critPathSlowestCell="sky130_fd_sc_hd__nor4_1"
export IMPL_drc_errors=0
[where the power goes]
group / internal, mW / total, mW / switching (mW) / leakage [nW]
sequential: 7.18 / 7.20 / 0.0196 / 37.0
clock: 3.20 / 5.73 / 2.53 / 6.40
combinational: 0.424 / 1.38 / 0.955 / 29.9
total: 10.8 / 14.3 / 3.51 / 73.3
[per-layer routing]
| metal | track usage | share of wire |
|---|---|---|
| met4 | 0.170 | 0.067 |
| met5 | 0.0713 | 0.0054 |
| met2 | 0.448 | 0.42 |
| met1 | 0.357 | 0.29 |
| met3 | 0.312 | 0.22 |
[path summary, 6_finish.rpt]
path / end / slack (ns) / cells past startpoint
worst max-delay path: data_out[1] / 9.75 / 14
worst min-delay path: cache[117][22]$_DFFE_PP_ / 4.71 / 3
[per-stage QoR]
step / hold slack (ns) / setup slack (ns) / cells / instance area [um2]
after floorplan: 5.61 / 14.30 / 14871 / 189000
after global placement: 5.74 / 9.88 / 20524 / 200000
after detailed placement: 5.74 / 9.89 / 20524 / 200000
after CTS: 4.68 / 9.88 / 21291 / 213000
after global routing: 4.72 / 9.65 / 21313 / 213000
final: 4.71 / 9.75 / 21337 / 213000
[cell type report]
cell class | count | share of cell area
timing repair buffer | 842 | 0.0303
multi-input combinational | 9356 | 0.292
clock buffer | 547 | 0.0533
inverter | 32 | 0.000564
sequential | 4096 | 0.578
antenna | 46 | 0.000541
clock inverter | 220 | 0.00848
tap | 6198 | 0.0364
[cells in the final DEF, fill, tap and decap left out, types with 124 or more instances in the layout]
master | netlist | layout
sky130_fd_sc_hd__mux4_2 | 768 | 768
sky130_fd_sc_hd__clkbuf_16 | 0 | 437
sky130_fd_sc_hd__nand2_1 | 133 | 124
sky130_fd_sc_hd__mux2i_1 | 927 | 895
sky130_fd_sc_hd__edfxtp_1 | 4096 | 4096
sky130_fd_sc_hd__buf_4 | 65 | 635
sky130_fd_sc_hd__a22oi_1 | 217 | 217
sky130_fd_sc_hd__a21oi_1 | 1191 | 1191
sky130_fd_sc_hd__nor2_1 | 5353 | 5310
sky130_fd_sc_hd__o21a_1 | 192 | 192
[cell families after synthesis]
group                  after synthesis  share of synthesized area
AND-OR/OR-AND                     1844                     0.0555
AND/OR/NAND/NOR                   5816                      0.120
multiplexers                      1696                      0.141
flip-flops                        4096                      0.651
buffers and inverters             1419                     0.0322
No activity file was given, so power comes from the tool's default toggle rates.
